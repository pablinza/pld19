==> /design/flow/design.v <==
module alu4bit(A, B, OP, S);
input [3:0] A, B;
input [1:0] OP;
output reg [7:0] S;
always @(A or B or OP)
begin
  case (OP)
    2'b00: S <= A + B;
    2'b01: S <= A - B;
    2'b10: S <= A * B;
    2'b11: S <= A / B;
  endcase 
end
endmodule
module bintobcd(bin, cen, dec, uni);
  input [7:0] bin;
  output reg [3:0] cen, dec, uni;
  integer i;
  always @(bin)
  begin
    cen = 4'b0000;
    dec = 4'b0000;
    uni = 4'b0000;
    for(i=7; i>=0; i=i-1)
    begin
      if(cen >= 5)
        cen = cen + 3;
      if(dec >= 5)
        dec = dec + 3;
      if(uni >= 5)
        uni = uni + 3;
      cen = cen << 1;
      cen[0] = dec[3];
      dec = dec << 1;
      dec[0] = uni[3];
      uni = uni << 1;
      uni[0] = bin[i]; 
    end   
  end
endmodule
module bcdto7seg(bcd, seg);
  input [3:0] bcd;
  output reg [6:0] seg;
  always @(bcd)
  begin
    case (bcd)
      4'b0000: seg <= 7'b0111111;
      4'b0001: seg <= 7'b0000110;
      4'b0010: seg <= 7'b1011011;
      4'b0011: seg <= 7'b1001111;
      4'b0100: seg <= 7'b1100110;
      4'b0101: seg <= 7'b1101101;
      4'b0110: seg <= 7'b1111100;
      4'b0111: seg <= 7'b0000111;
      4'b1000: seg <= 7'b1111111;
      4'b1001: seg <= 7'b1100111;
    endcase
  end
endmodule
==> /design/flow/run.sh <==
#!/bin/bash
# OpenROAD 26Q1-2900-gdf79404cd8, Yosys 0.63+post, stock flow scripts
make -C /OpenROAD-flow-scripts/flow DESIGN_CONFIG=/design/flow/config.mk WORK_HOME=/design/flow/orfs finish
==> /design/flow/config.mk <==
export PLATFORM = sky130hd
export DESIGN_NAME = bintobcd
export DESIGN_NICKNAME = bintobcd
export VERILOG_FILES = /design/flow/design.v
export SDC_FILE = /design/flow/constraint.sdc
export NUM_CORES = 4
export LEC_CHECK = 1
export CORE_AREA = 10 10 70 70
export DIE_AREA = 0 0 80 80
==> /design/flow/constraint.sdc <==
current_design bintobcd

set clk_period 6.6
set clk_io_pct 0.2

create_clock -name clk0 -period $clk_period

set non_clock_inputs [all_inputs -no_clocks]
set_input_delay [expr $clk_period * $clk_io_pct] -clock clk0 $non_clock_inputs
set_output_delay [expr $clk_period * $clk_io_pct] -clock clk0 [all_outputs]
==> impl_metrics.json <==
{
  "status": "finished clean",
  "io_pins": 20,
  "fmax_mhz": 156,
  "grtUsageTotal_pct": 8.95,
  "drive_above_1_share_pct": 56.5,
  "setup_viol": 0,
  "grt_max_degree": 13,
  "tool_warnings": 37,
  "hold_buffers": 0,
  "cp-end-kind": "primary output",
  "holdPathStages": 0,
  "antenna_found_initial": 0,
  "fp_util_pct": 27.9,
  "finalHoldViolCount": 0,
  "grt_pass1_wl_microns": 5040,
  "worstPathRequired_ps": 5280,
  "routed_wl_microns": 3170,
  "core.rowCount": 21,
  "met2_usage_pct": 13.8,
  "powerDensity_mw_per_mm2": 192,
  "syn_inst": 135,
  "antenna_cells": 0,
  "slew_violations": 0,
  "core_area_sq_mm": 0.00342,
  "p_int_mw": 0.190,
  "maxSlewHeadroom_pct": 61.4,
  "clockPowerShare_pct": 0,
  "flops": 0,
  "syn-cell-area_sq_um": 952,
  "avgSynthCellArea_sq_um": 7.05,
  "arrival_ps": 5110,
  "netlist-cell-type-count": 60,
  "p_switching_mw": 0.161,
  "min_period_over_period_pct": 97.4,
  "io_buffers": 16,
  "gr-max-usage-layer": "met1",
  "grt_pass1_vias": 1136,
  "die_area_sq_mm": 0.00640,
  "met1_usage_pct": 13.8,
  "die_h_microns": 80,
  "crit_start": "bin[5]",
  "pwr-share-comb_pct": 100.0,
  "met3_usage_pct": 0.568,
  "first_pass_iters": 4,
  "layout.cells.non_filler": 239,
  "place.gp.congestion": 0.908,
  "layout_top_cells": "buf_4, buf_6, nor2_1",
  "rsz0062_at_grt": "true",
  "clkbuf_count": 0,
  "cap_violations": 0,
  "yosysChipArea_sq_um": 952,
  "layout_top_cell": "buf_4",
  "drc": 0,
  "min_period_ps": 6430,
  "vias": 1269,
  "final_antenna_net_count": 0,
  "yosysSeqAreaShare_pct": 0,
  "syn_to_final_growth_pct": 92.0,
  "seq_area_sq_um": 0,
  "timing.setup.tns_ps": 0,
  "final_area_sq_mm": 0.00183,
  "placed_area_sq_mm": 0.00138,
  "drtIter0Drc": 53,
  "setup_slack_ps": 171,
  "dp_cells": 224,
  "switching_share_pct": 46.0,
  "leakage_nw": 0.793,
  "tightest_slew_ps": 573,
  "path_class": "in2out",
  "wl_per_cell_microns": 13.3,
  "dp_hpwl_microns": 2050,
  "power_mw": 0.351,
  "setup.worst_path.end": "cen[0]",
  "ys_cells": 135,
  "hold_path_class": "in2out",
  "start_kind": "input port",
  "place_ws_ps": -775,
  "fp.dieW_microns": 80,
  "cp_max_fo": 4,
  "avgViaCountPerCell": 5.31,
  "ir_drop_uv": 65.8,
  "ys_warn_count": 1,
  "p_seq_share_pct": 0,
  "overflow": 0
}
[per-layer routing]
metal  vias to the layer above  part of all wire (%)
li1                        635                     -
met1                       601                    52
met4                         0                     0
met3                         0                   5.1
met5                         -                     0
met2                        33                    43
[worst max-delay path, stage by stage]
cell and delay (ps):
buf_8 100, inv_6 50, ha_4 120, inv_2 40
ha_4 150, a21oi_4 150, xnor2_2 160, ha_2 220
and2b_2 230, buf_6 120, a211oi_4 240, o2111ai_4 150
ha_2 210, or2b_4 230, o2bb2ai_4 80, o31a_1 310
nor3_4 290, buf_6 140, o32ai_4 80, xnor2_2 160
buf_4 160, a31oi_4 150, xnor2_1 120, buf_2 110
[synthesized netlist by cell type, drive strengths merged (2+ instances only)]
cell | count | area (sq um)
or3 | 3 | 23.8
nand2b | 2 | 12.5
nand2 | 7 | 28.8
o32ai | 2 | 25.0
mux2i | 5 | 53.8
clkbuf | 2 | 7.51
nor3 | 4 | 30.0
a211oi | 3 | 22.5
nand3 | 4 | 25.0
inv | 9 | 33.8
a21oi | 11 | 58.8
a22oi | 2 | 15.0
o21ai | 11 | 55.1
nand4 | 3 | 18.8
a31oi | 2 | 18.8
nor2 | 14 | 52.6
and3 | 2 | 12.5
xnor2 | 4 | 42.6
buf | 5 | 38.8
a21o | 4 | 30.0
or2 | 2 | 12.5
ha | 9 | 113
[metrics by stage]
stage / util (%) / hold slack [ps]
3_5_place_dp: 40.3 / 2640
2_1_floorplan: - / 2710
3_3_place_gp: 40.3 / 2640
6_report: 53.5 / 2640
5_1_grt: 53.5 / 2640
4_1_cts: 49.7 / 2640
[worst min path at each step]
stage | startpoint | to | slack [ps]
4_1_cts | bin[0] | uni[0] | 2640
5_1_grt | bin[0] | uni[0] | 2640
6_report | bin[0] | uni[0] | 2640
[area by class of cell]
type	instances	area (sq um)
fill	280	1590
multi-input combinational	120	1190
timing repair buffer	64	539
tap	46	57.6
inverter	9	41.3
[power by group through the flow]
| stage | registers [mW] | logic, mW | clock network (mW) |
|---|---|---|---|
| CTS | 0 | 0.315 | 0 |
| global route | 0 | 0.382 | 0 |
| finish | 0 | 0.351 | 0 |
[kinds of logic after synthesis]
kind of cell               share of synthesized area (%)
buffers and inverters                               8.41
xor gates and xnor gates                            4.47
muxes                                               5.65
AOI/OAI and AO/OA                                   38.4
other                                              0.394
adders and majority gates                           11.8
and+or+nand+nor                                     30.9
[timing repair]
item                                    in CTS  in global routing
buffers inserted                            14                  2
pin swaps                                   26                 28
gates resized                               68                 39
endpoints found under the setup margin       9                  9
Power and IR drop assume default switching activity.
