File: flow/run.sh
#!/bin/bash
# OpenROAD 26Q1-2900-gdf79404cd8, Yosys 0.63+post, stock flow scripts
make -C /OpenROAD-flow-scripts/flow DESIGN_CONFIG=/design/flow/config.mk WORK_HOME=/design/flow/orfs finish
File: flow/config.mk
export PLATFORM = sky130hd
export DESIGN_NAME = divisor
export DESIGN_NICKNAME = divisor
export VERILOG_FILES = /design/flow/design.v
export SDC_FILE = /design/flow/constraint.sdc
export NUM_CORES = 4
export LEC_CHECK = 1
export CORE_AREA = 10 10 88 88
export DIE_AREA = 0 0 98 98
File: flow/constraint.sdc
current_design divisor

set clk_period 5.8
set clk_io_pct 0.2

create_clock -name clk0 -period $clk_period [get_ports {clkin}]

set non_clock_inputs [all_inputs -no_clocks]
set_input_delay [expr $clk_period * $clk_io_pct] -clock clk0 $non_clock_inputs
set_output_delay [expr $clk_period * $clk_io_pct] -clock clk0 [all_outputs]
File: flow/design.v
module divisor(clkin, clkout);
  input clkin;
  output clkout;
  reg [24:0] contador = 0;  
  reg pulso = 0;
always @(posedge clkin)
  begin
  if(contador == (25000000-1)) 
    begin
    contador = 0;
    pulso = ~pulso;  
    end
  else
  contador = contador +1;
  end
  assign clkout = pulso;
endmodule
==> run_results.csv <==
group,metric,value,unit
global_routing,grt_max_degree,15,
global_routing,grt_use_total,0.0442,
clock_tree,numCtsBuffers,3,
drt,detail-route-antenna-nets,0,
drt,post_drt_wl_per_cell,10.7,um
flow_run,tool_warnings,25,
drt,drcViolationCount,0,
yosys,syn_area,1210,sq um
yosys,ys_area,1210,sq um
sta,finalCritPeriodShare,0.387,
placed_design,numPlacedInstances,196,
cells_and_area,drive_gt1_frac,0.136,
cells_and_area,synthToLayoutAreaGrowth,10.2,%
placed_design,routabilityCongestion,0.750,
pwr,powerDensity,221,nW/um^2
cells_and_area,fillCellCount,625,
cells_and_area,fin_cells,200,
sta,slew_viol_final,0,
drt,viasPerCell,4.47,
sta,hold_violations,0,
clock_tree,h-tree-depth,1,
drt,route.met3.wl,40,um
global_routing,grt_pass1_wl,3840,um
setup_path,worstSetupPathType,"reg2out",
sta,finalSetupTns,0,ps
yosys,async_flop_share,0,
yosys,yosys.area.top_type,"dfxtp_1",
clock_tree,clk_latency,270,ps
die,die-area,9600,sq um
clock_tree,path_clk_slew,90,ps
sta,setup_viol,0,
yosys,synth_warnings,1,
global_routing,grt_pass1_vias,842,
die,num_rows,28,
setup_path,path_cells,"clkdlybuf4s50_1",
yosys,ys_seq_elements,26,
yosys,synthTopCellsByArea,"dfxtp_1 (41%), xnor2_1 (5.8%), nand3_1 (4.6%)",
yosys,ys_seq_frac,0.439,
placed_design,hpwl,1490,um
drt,m1WireLength,1120,um
setup_path,crit_family,"buffers and inverters",
pwr,ir_worst_vdd,0.160,mV
hold_path,min_path_type,"reg2reg",
yosys,post-synth-top-count-cell,"dfxtp_1",
die,fp_util,0.204,
yosys,yosys_cells,124,
yosys,synthCells,124,
setup_path,cp_max_fo,2,
clock_tree,cts_setup_buffers,0,
setup_path,required,4640,ps
yosys,synth.distinct_cells,37,
clock_tree,ctsResizeCount,0,
drt,drt_iter0_markers,76,
drt,top_layer_used,"met4",
yosys,syn_avg_cell_area,9.74,sq um
drt,routed_wl,2130,um
placed_design,placed_cell_area,1270,sq um
setup_path,worstPathArrival,1080,ps
pwr,power.leakage,0.515,nW
clock_tree,cts_root_buffer,"clkbuf_8",
die,die_y,98,um
die,core_area,5920,sq um
setup_path,worst-path-buf-inv,1,
sta,clock.fmax,446,MHz
sta,rsz0062_at_grt,"false",
clock_tree,clock_path_buffers,2,
yosys,flop_cell,"dfxtp_1",
run_status,status,"completed",
drt,first_pass_iters,4,
cells_and_area,finalInstanceArea,1330,sq um
yosys,synth-edff-count,1,
sta,slew_headroom,0.652,
setup_path,cpMaxStageDelayCell,"clkdlybuf4s50_1",
sta,clock_skew,5.19,ps
clock_tree,tritoncts,"yes",
die,io_pins,2,
drt,wl_met2,909,um
clock_tree,cts.sinks,26,
global_routing,antenna_found_initial,0,
yosys,top_area_frac,0.415,
setup_path,critPathLaunchType,"register",
yosys,synth.top_cells.by_count,"dfxtp_1 (25), nand3_1 (11), xnor2_1 (8)",
drt,diodes,0,
sta,period_minus_slack,2240,ps
placed_design,place.port_buffers,1,
drt,vias,894,
global_routing,grt-ovfl-total,0,
flow_run,maxCapViolations,0,
die,die_w,98,um
setup_path,slowest_delay,470,ps
setup_path,end_kind,"primary output",
clock_tree,holdBufCountCts,0,
sta,tightestPinTransition,518,ps
metrics by stage:
stage               hold slack, ps  power, mW  setup WS, ps  utilization
finish                         447      0.293          3560        0.225
global route                   476      0.306          3510        0.225
CTS                            449      0.299          3530        0.225
detailed placement             433      0.183          3780        0.215
global placement               421      0.183          3840        0.215
floorplan                      412      0.183          4170            -
report_power, final:
group | leakage [nW] | internal, mW | switching [mW]
logic | 0.273 | 0 | 0
clock network | 0.0288 | 0.0606 | 0.0535
registers | 0.213 | 0.179 | 0
total | 0.515 | 0.240 | 0.0535
flip-flops by register name, summed over array words and instances (netlist names):
signal and count:
pulso 1, contador 25
cells by family (layout without fill, tap and decap cells):
group,Yosys count,after routing,share of synthesized area
AND/OR/NAND/NOR,57,57,0.315
buffers and inverters,8,9,0.0456
adder cells (fa/ha/maj),1,1,0.0104
XOR/XNOR,14,14,0.102
AND-OR/OR-AND,18,18,0.0881
flip-flops,26,26,0.439
routing by layer:
metal / vias up / track usage
met5: - / 0
met4: 0 / 0.0101
met3: 2 / 0.00569
met2: 11 / 0.0675
met1: 425 / 0.0645
li1: 456 / -
cell type report:
type,count,area (sq um),share of cell area
multi-input cells,90,622,0.468
flip-flops and latches,26,531,0.399
well taps,75,93.8,0.0706
clock buffers,4,55.1,0.0414
repair buffers,2,17.5,0.0132
inverters,3,11.3,0.00847
final timing paths:
path	from	to	slack, ps	depth (start not counted)
min	contador[0]$_SDFF_PN0_	contador[0]$_SDFF_PN0_	450	1
max reg2reg	contador[0]$_SDFF_PN0_	pulso$_DFFE_PN_	3770	4
min reg2reg	contador[0]$_SDFF_PN0_	contador[0]$_SDFF_PN0_	450	1
max	pulso$_DFFE_PN_	clkout	3560	1
cells in the final DEF, fill, tap and decap left out, types with 3 or more instances in the layout:
master    count
o21ai_0       5
xor2_1        6
a21oi_1       7
nand4_1       4
or3_1         3
o31ai_1       5
nand3_1      11
or4_1         3
xnor2_1       8
nand2_1       6
nor2_1        6
dfxtp_1      25
inv_1         3
clkbuf_8      4
and4_1        3
Power figures rest on the tool's default switching activity, not on a simulated workload.
