### flow/run.sh
#!/bin/bash
# OpenROAD 26Q1-2900-gdf79404cd8, Yosys 0.63+post, stock flow scripts
make -C /OpenROAD-flow-scripts/flow DESIGN_CONFIG=/design/flow/config.mk WORK_HOME=/design/flow/orfs finish
### flow/config.mk
export PLATFORM = sky130hd
export DESIGN_NAME = divisor_16b
export DESIGN_NICKNAME = divisor_16b
export VERILOG_FILES = /design/flow/design.v
export SDC_FILE = /design/flow/constraint.sdc
export NUM_CORES = 4
export LEC_CHECK = 1
export CORE_AREA = 10 10 71 71
export DIE_AREA = 0 0 81 81
### flow/constraint.sdc
current_design divisor_16b

set clk_period 3.8
set clk_io_pct 0.2

create_clock -name clk0 -period $clk_period [get_ports {clkin}]

set non_clock_inputs [all_inputs -no_clocks]
set_input_delay [expr $clk_period * $clk_io_pct] -clock clk0 $non_clock_inputs
set_output_delay [expr $clk_period * $clk_io_pct] -clock clk0 [all_outputs]
### flow/design.v
module divisor_16b(clkin, clkout);
  input clkin;
  output clkout;
  reg [15:0] contador = 0;
  reg pulso = 0;
  parameter CNT = 50000;
always @(posedge clkin)
  begin
  if(contador == (CNT-1))
    begin
    contador = 0;
    pulso = ~pulso;
    end
  else
  contador = contador +1;
  end
  assign clkout = pulso;
endmodule
module divisor_8b(clkin, clkout);
  input clkin;
  output clkout;
  reg [7:0] contador = 0;
  reg pulso = 0;
  parameter CNT = 10;
always @(posedge clkin)
  begin
  if(contador == (CNT-1))
    begin
    contador = 0;
    pulso = ~pulso;
    end
  else
  contador = contador +1;
  end
  assign clkout = pulso;
endmodule
==> run notes <==
The clock period could shrink to 1820 ps. In this run the vertical extent of the chip is 81 um. The layout has 391 filler cells. The run gives 17 for the number of synthesized register bits. The tools report the relative slew slack as 76.5%. The I/O pin count was 2. For the summed standard-cell area reported by yosys, the log shows 724 um^2. With the via count of the first global-routing pass at 493, the arrival time of data at the critical path endpoint is 1060 ps. The critical path's slowest cell was sky130_fd_sc_hd__clkdlybuf4s50_1.

Post-CTS setup buffer count: 0. OpenROAD reports that the post-layout worst path occupies 48.0% of the period. The fraction of final layout cells sized beyond drive strength 1 was 8.22%; the largest stage delay on the critical path was 470 ps. Summed over all cells, the static leakage comes to 0.314 nW. The count of nets left with antenna violations once routing finished came out at 0.

The area of the core region is 3630 um^2, and the register clock-pin slew on the reported worst setup and hold paths is 70 ps. In this run the mean area of a mapped cell was 10.3 um^2. The global routing report lists combined usage of all routing layers as 3.65%. The worst setup path is captured at an output pin. The run gives 0 for the total of hold buffers inserted after clock tree synthesis. The initial antenna violation count is 0. The worst endpoint required time was 3040 ps. The tools report the number of buffers created by CTS as 3. The logs give a warning total of 25. Wires add up to 1120 um.

The number of antenna diodes in the final layout is 0. The horizontal die dimension reported for this design is 81 um. The skew report gives the latency at the later pin of the worst-skew pair as 250 ps. The clock passes through at most 2 buffers.

The kind of cell with the highest combined delay along the critical path is buffers and inverters. Using the TritonRoute via totals, the vias-per-cell ratio works out to 3.91. Buffer cell driving the clock tree root: sky130_fd_sc_hd__clkbuf_8.

The run gives 1 for the count of buffers inserted at the top-level ports. With the count of cells resized by post-cts repair at 0, the number of hold-slack violations in the final timing report is 0. Per the cell usage report, the commonest logic cell in the layout is sky130_fd_sc_hd__dfxtp_1. The first global-routing pass estimated 2060 um of wire. Per Yosys stat, the portion of area used by sequential elements is 48.4%. Setup repair after global routing left no endpoint under its margin.

The via total after detailed routing came out at 473. STA classifies the critical path startpoint as a register. The tally of yosys warning messages was 1. The kind of path behind the tightest hold check is register to register.

The run gives 0.794 as the routability congestion estimate. The number of H-tree levels came out at 1. According to the CTS report, the clock sink count is 17.

For reference, the critical path cell chain is clkdlybuf4s50_1. The growth of design area from synthesis to finish is 13.0%. The run gives 724 um^2 for the synthesized area. The clock arrives with 4.82 ps of skew. The script parses the final routing iteration and logs DRC violations as 0. The post-synthesis cell type count was 21; the total congestion overflow after global routing was 0.

For the count of maximum capacitance violations, the log shows 0. Per the timing report, the achievable frequency comes out to 548 MHz. TritonCTS built the clock tree.

The run finished with clean final reports. The chip occupies 6560 um^2. The detailed-routing iteration count for the pre-antenna-repair pass was 4. Final hold analysis gives a worst-case slack of 484 ps. For the half-perimeter wire length of the detailed placement result, the log shows 799 um.

The library cells used most frequently in the layout, excluding fill and tap cells, are 16 x sky130_fd_sc_hd__dfxtp_1, 9 x sky130_fd_sc_hd__nor2_1, 7 x sky130_fd_sc_hd__xor2_1. The count of final setup violators was 0; the highest ir drop seen on vdd was 0.0000962 V. The synth_stat.txt file lists the number of cells as 70.

Critical path class: register to output pin. The biggest fanout along the worst timing path was 2; the DRC marker count from the first detailed-route iteration was 46. Dividing total power by cell area gives a power density of 378 nW/um^2. The count of buffering cells on the critical path with inverters included is 1. Once the floorplan was initialized, standard cells occupied 19.9% of the core. Dividing the detail-routed wire length by the instance count gives 9.25 um. For the largest net degree at the start of global routing, the log shows 11.

Counting pins that exceed their max-slew limit in the final report gives 0. With the actual transition at the worst max-transition pin at 352 ps, the cell count after synthesis is 70. The final layout reports a setup TNS of 0 ps. The run gives 22 for the site row count.
final cells by class:
class / count / area [um^2] / share of cell area (%)
inverter: 2 / 7.51 / 0.917
tap: 48 / 60.1 / 7.34
multi-input combinational: 49 / 344 / 42.0
clock buffer: 3 / 41.3 / 5.05
timing repair buffer: 1 / 10.0 / 1.22
clock inverter: 1 / 5.00 / 0.612
sequential: 17 / 350 / 42.8
sequential cells by signal, summed over array words and instances (netlist names):
| name | count |
|---|---|
| pulso | 1 |
| contador | 16 |
cells by family (layout without fill, tap and decap cells):
family | after synthesis | after routing | share of synthesized area, %
AOI/OAI and AO/OA | 1 | 1 | 0.690
adders and majority gates | 1 | 1 | 1.73
DFF | 17 | 17 | 48.4
buffers and inverters | 4 | 7 | 4.15
and+or+nand+nor | 34 | 34 | 29.4
xor gates and xnor gates | 13 | 13 | 15.7
cells in the mapped netlist:
cell type                  count  area (um^2)
sky130_fd_sc_hd__and3_1        4         25.0
sky130_fd_sc_hd__and4_1        3         26.3
sky130_fd_sc_hd__and4b_1       1         10.0
sky130_fd_sc_hd__buf_6         2         22.5
sky130_fd_sc_hd__dfxtp_1      16          320
sky130_fd_sc_hd__edfxtp_1      1         30.0
sky130_fd_sc_hd__ha_1          1         12.5
sky130_fd_sc_hd__inv_1         2         7.51
sky130_fd_sc_hd__nand2_1       2         7.51
sky130_fd_sc_hd__nand3_1       5         25.0
sky130_fd_sc_hd__nand3b_1      1         7.51
sky130_fd_sc_hd__nand4_1       3         18.8
sky130_fd_sc_hd__nor2_1        9         33.8
sky130_fd_sc_hd__nor2b_1       1         6.26
sky130_fd_sc_hd__nor3_1        1         5.00
sky130_fd_sc_hd__nor3b_2       1         12.5
sky130_fd_sc_hd__nor4b_2       1         15.0
sky130_fd_sc_hd__nor4bb_1      2         20.0
sky130_fd_sc_hd__o21ai_1       1         5.00
sky130_fd_sc_hd__xnor2_1       6         52.6
sky130_fd_sc_hd__xor2_1        7         61.3
final timing paths:
kind                    start           end  slack (ps)  cells past startpoint
setup / recovery        pulso        clkout        1980                      1
setup reg to reg  contador[0]  contador[14]        2180                      5
hold / removal    contador[0]   contador[0]         480                      1
hold reg to reg   contador[0]   contador[0]         480                      1
routing by layer:
layer,GRT usage (%),up-vias,routed length (um)
met3,0.223,2,16
met2,5.57,5,511
met1,5.32,217,559
met5,0,-,0
li1,-,249,-
met4,1.38,0,31
worst reg2reg max path, stage by stage (launching register included):
cell                       delay [ps]
sky130_fd_sc_hd__dfxtp_1          380
sky130_fd_sc_hd__ha_1             200
sky130_fd_sc_hd__and3_1           280
sky130_fd_sc_hd__and4_1           440
sky130_fd_sc_hd__nand3b_1         160
sky130_fd_sc_hd__o21ai_1           60
power breakdown:
part / switching [W] / total (W) / leakage, nW / internal [W]
registers: 0 / 0.000180 / 0.140 / 0.000180
clock network: 0.0000575 / 0.000130 / 0.0255 / 0.0000726
logic: 0 / 0.000000000148 / 0.148 / 0
total: 0.0000575 / 0.000310 / 0.314 / 0.000252
metrics by stage:
stage / total power, W / cells / setup slack (ps) / instance area (um^2) / util (%)
global placement: 0.000184 / 117 / 2240 / 772 / 21.2
finish: 0.000310 / 121 / 1980 / 818 / 22.5
global route: 0.000321 / 121 / 1940 / 818 / 22.5
detailed placement: 0.000184 / 117 / 2190 / 772 / 21.2
CTS: 0.000313 / 121 / 1960 / 818 / 22.5
floorplan: 0.000184 / 70 / 2420 / 724 / -
Power figures rest on the tool's default switching activity, not on a simulated workload.
